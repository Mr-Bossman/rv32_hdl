## run.sh

```bash
#!/bin/bash
# OpenROAD 26Q1-2900-gdf79404cd8, Yosys 0.63+post, stock flow scripts
make -C /OpenROAD-flow-scripts/flow DESIGN_CONFIG=/design/flow/config.mk WORK_HOME=/design/flow/orfs finish
```

## constraint.sdc

```tcl
current_design alu

set clk_period 15.9
set clk_io_pct 0.2

create_clock -name clk0 -period $clk_period

set non_clock_inputs [all_inputs -no_clocks]
set_input_delay [expr $clk_period * $clk_io_pct] -clock clk0 $non_clock_inputs
set_output_delay [expr $clk_period * $clk_io_pct] -clock clk0 [all_outputs]
```

## config.mk

```make
export PLATFORM = sky130hd
export DESIGN_NAME = alu
export DESIGN_NICKNAME = alu
export VERILOG_FILES = /design/flow/design.v
export SDC_FILE = /design/flow/constraint.sdc
export NUM_CORES = 4
export LEC_CHECK = 1
export CORE_UTILIZATION = 50
```

## design.v

```verilog
module alu
	(
	input [3:0]m,
	input [31:0]a, b,
	output reg [31:0]y,
	output cmp
	);
	wire signed [31:0]a_signed = a;
	wire [31:0]addition = a + b;
	wire [32:0]subtraction = a - b;
	wire sub_of = (!a[31] & b[31] & subtraction[31]) |
				 (a[31] & !b[31] & !subtraction[31]);
	wire sub_zf = (subtraction[31:0] == 32'h0);
	wire sub_sf = subtraction[31];
	wire sub_cf = subtraction[32];
	reg compare;
	assign cmp = compare ^ m[0];
	always @(*) begin
		case(m[2:1])
			2'b00:
				compare = sub_zf;
			2'b10:
				compare = sub_sf;
			2'b11:
				compare = sub_cf;
			2'b01:
				compare = 0;
		endcase
		case(m)
			4'b0000:  
				y = addition[31:0];
			4'b1000:  
				y = subtraction[31:0];
			4'b0001:  
				y = a << b[4:0];
			4'b0010:  
				y = {31'b0, (sub_of ^ sub_sf) & !sub_zf};
			4'b0011:  
				y = {31'b0, sub_cf};
			4'b0100:  
				y = a ^ b;
			4'b0101:  
				y = a >> b[4:0];
			4'b1101:  
				y = a_signed >>> b[4:0];
			4'b0110:  
				y = a | b;
			4'b0111:  
				y = a & b;
			default: begin  
				y = 32'hDEADBEEF;
			end
		endcase
	end
endmodule
```

==> flow_summary.yaml <==
# generated from flow reports
outcome:
  status: "completed"
hold_path:
  min_to: "y[1]"
  hold_path.startpoint: "b[4]"
  holdPathStages: 6
  holdCritPathClass: "input port to primary output"
pwr:
  total_power_mw: 0.419
  switchingPower_mw: 0.262
  p_sw_share_pct: 62.5
  power.leakage_nw: 4.38
  internal_power_mw: 0.157
  peakVddDrop_mv: 0.0180
  p_per_area_nw_per_um2: 38.8
  p_comb_share_pct: 100.0
  clockPowerShare_pct: 0
  p_seq_share_pct: 0
critical_path:
  required_ns: 12.72
  crit_fanout: 57
  start_kind: "input port"
  path_cells: "buf_2, buf_4, inv_2, buf_4, ha_1, or2_1, o211ai_1, a21oi_1, nor3_1, o2111ai_1, a221oi_1, o2111ai_1, nor4_2, a21oi_1, xnor2_1, clkdlybuf4s50_1"
  crit_slowest_cell: "nor3_1"
  arrival_ns: 8.40
  cp_slowest_stage_delay_ns: 0.80
  critical_path_class: "input port to primary output"
  cp-end-kind: "primary output"
timing:
  final-setup-viol-count: 0
  fmax_mhz: 86.4
  rsz0062_at_grt: "false"
  fin_setup_tns_ns: 0
  relSlewSlack_pct: 34.0
  worstMarginPinSlew_ns: 0.962
  setup_slack_ns: 4.32
  finalHoldViolCount: 0
  fin_crit_sh_pct: 72.8
  final_max_slew_viol_count: 0
  finalCriticalPeriod_ns: 11.58
placement:
  dp_cells: 1782
  pre_cts_slack_ns: 4.55
  place_hpwl_mm: 35.6
  io_buffers: 101
  gp_congestion: 1.10
route:
  antenna-diode-count: 0
  vias: 12800
  drt_iter0_drc: 1799
  wl_mm: 45.8
  dr.pass1.iters: 8
  drt-wirelength-per-cell_um: 25.7
  vias_per_cell: 7.19
  drc: 0
  ant_nets: 0
layout:
  logic_area_sq_um: 8930
  postLayoutCoreUtil_pct: 57.2
  fin_cells: 1782
  design.seq.count: 0
  area_delta_synth_final_pct: 10.8
  layout-drive-gt1-share_pct: 6.37
  clock_buffers: 0
  register_area_sq_um: 0
  nFillCells: 1897
yosys:
  synth.avg_cell_area_sq_um: 6.46
  synth_seq_share_pct: 0
  synth_cell_type_count: 85
  yosys_warnings: 1
  yosys_cells: 1511
  syn-instance-count: 1511
  yosys_area_sq_um: 9760
  synth_area_sq_um: 9760
job:
  maxCapViolations: 0
  warnings: 99
global_route:
  grt_usage_pct: 45.9
  grt_pass1_vias: 11300
  antenna_found_initial: 0
  grt_overflow: 0
  grt_pass1_wl_mm: 68.6
  grt_max_degree: 73
die:
  rows: 50
  ios: 101
  die_w_um: 142
  chipArea_sq_um: 20100
  core_sq_um: 18900
  die_y_um: 142
  fp-utilization_pct: 51.6
clock_network:
  holdBufCountCts: 0
  ctsResizeCount: 0
  post-cts-setup-buffers: 0
==> placed cells by master (no fill, tap or decap), types with 17 or more instances in the layout <==
| master | synthesis | final |
|---|---|---|
| nor2_1 | 185 | 185 |
| o21ai_0 | 151 | 151 |
| a21oi_1 | 123 | 123 |
| nand2_1 | 108 | 108 |
| ha_1 | 98 | 98 |
| inv_1 | 96 | 96 |
| clkdlybuf4s50_1 | 0 | 96 |
| mux2i_1 | 48 | 48 |
| o211ai_1 | 43 | 43 |
| nor3_1 | 43 | 42 |
| nand3_1 | 34 | 34 |
| nand2b_1 | 32 | 32 |
| mux4_2 | 28 | 28 |
| buf_4 | 1 | 25 |
| or3_1 | 23 | 23 |
| a211oi_1 | 23 | 23 |
| nor2b_1 | 22 | 22 |
| a221oi_1 | 20 | 20 |
| a211o_1 | 19 | 19 |
| a22oi_1 | 19 | 19 |
| o31ai_1 | 18 | 18 |
| nand4_1 | 18 | 18 |
| nor4_1 | 18 | 17 |
==> cell families (layout without fill, tap and decap cells) <==
| kind of cell | Yosys count | count (layout) | share of synthesized area [%] |
|---|---|---|---|
| AOI/OAI and AO/OA | 561 | 561 | 38.2 |
| and+or+nand+nor | 536 | 536 | 26.8 |
| buffers and inverters | 217 | 228 | 8.60 |
| adders and majority gates | 100 | 100 | 13.0 |
| muxes | 81 | 81 | 12.0 |
| xor gates and xnor gates | 16 | 16 | 1.44 |
==> worst max-delay path: cells and delay by family <==
family	cells	cell delay (ns)
AND-OR/OR-AND	6	1.90
XOR/XNOR	1	0.17
adder cells (fa/ha/maj)	1	0.35
buffers and inverters	5	1.38
AND/OR/NAND/NOR	3	1.37
==> power groups by stage <==
stage	Clock (mW)	Combinational [mW]	Sequential (mW)
final	0	0.419	0
after global routing	0	0.445	0
after CTS	0	0.400	0
==> final cells by class <==
| class | instances | area share [%] |
|---|---|---|
| Inverter | 103 | 3.58 |
| Multi-Input combinational cell | 1294 | 82.6 |
| Tap cell | 260 | 3.01 |
| Timing Repair Buffer | 125 | 10.8 |
==> synthesized netlist by cell type, drive strengths merged (19+ instances only) <==
| cell | n | share of area (%) |
|---|---|---|
| nand3 | 34 | 1.7 |
| nand2 | 108 | 4.2 |
| a211o | 19 | 1.7 |
| or3 | 24 | 1.6 |
| a21oi | 124 | 6.4 |
| inv | 100 | 3.8 |
| clkbuf | 80 | 3.1 |
| nor4 | 21 | 1.5 |
| a221oi | 20 | 1.8 |
| a22oi | 19 | 1.5 |
| mux4 | 28 | 6.5 |
| nor3 | 43 | 2.2 |
| nand2b | 33 | 2.1 |
| ha | 98 | 13 |
| nor2b | 22 | 1.4 |
| mux2i | 48 | 4.9 |
| o21ai | 156 | 8.0 |
| a211oi | 25 | 2.1 |
| o211ai | 43 | 3.3 |
| buf | 34 | 1.6 |
| nor2 | 185 | 7.1 |
==> metal layers <==
| metal | global-route usage, % | up-vias | wire length (um) | share of wire (%) |
|---|---|---|---|---|
| li1 | - | 5689 | - | - |
| met1 | 64.2 | 5948 | 18000 | 39 |
| met2 | 66.8 | 1026 | 19100 | 42 |
| met3 | 14.3 | 156 | 6670 | 15 |
| met4 | 15.7 | 0 | 2050 | 4.5 |
| met5 | 0 | - | 0 | 0 |
==> how the worst max path moves through the flow <==
stage / start / endpoint / slack, ns / cells past startpoint
global route: b[3] / cmp / 4.09 / 15
CTS: b[2] / cmp / 4.54 / 16
finish: b[2] / cmp / 4.32 / 16
==> stage by stage <==
stage,cell area [sq um],hold WS (ns)
after global placement,10800,7.58
after floorplan,9760,6.51
after global routing,10800,7.63
after CTS,10800,7.57
final,10800,7.58
after detailed placement,10800,7.57
Power is estimated from default activity; no workload was simulated.
