$ cat ./constraint.sdc
current_design timer

set clk_period 10.3
set clk_io_pct 0.2

create_clock -name clk0 -period $clk_period [get_ports {pclk}]

set non_clock_inputs [all_inputs -no_clocks]
set_input_delay [expr $clk_period * $clk_io_pct] -clock clk0 $non_clock_inputs
set_output_delay [expr $clk_period * $clk_io_pct] -clock clk0 [all_outputs]
$ cat ./run.sh
#!/bin/bash
# OpenROAD 26Q1-2900-gdf79404cd8, Yosys 0.63+post, stock flow scripts
make -C /OpenROAD-flow-scripts/flow DESIGN_CONFIG=/design/flow/config.mk WORK_HOME=/design/flow/orfs finish
$ cat ./config.mk
export PLATFORM = sky130hd
export DESIGN_NAME = timer
export DESIGN_NICKNAME = timer
export VERILOG_FILES = /design/flow/design.v
export SDC_FILE = /design/flow/constraint.sdc
export NUM_CORES = 4
export LEC_CHECK = 1
export CORE_UTILIZATION = 40
$ cat ./design.v
module timer
	#(parameter ADDR_WIDTH = 32,
	  parameter DATA_WIDTH = 32)
	(
		input pclk,
		input [ADDR_WIDTH-1:0] paddr,
		input [DATA_WIDTH-1:0] pdata,
		output reg [DATA_WIDTH-1:0] prdata,
		input psel,
		input penable,
		input pwrite,
		input [3:0] pstb,
		output reg pready,
		output perr,
		output reg timer_interrupt);
	assign perr = 0;
	reg [63:0]wall_clock = 0;
	reg [63:0]timer_match = 0;
	always @(*) begin
		if(paddr  == 'h1100bffc) begin
			prdata = wall_clock[63:32];
		end else if (paddr == 'h1100bff8) begin
			prdata = wall_clock[31:0];
		end else begin
			prdata = 32'h0;
		end
	end
	always @(posedge pclk) begin
		if(psel && penable && !pready) begin
			if (pwrite) begin
				if(paddr == 'h11004004) begin
					timer_match <= {pdata,timer_match[31:0]};
				end else if (paddr == 'h11004000) begin
					timer_match <= {timer_match[63:32],pdata};
				end
			end
			pready <= 1;
		end
		else pready <= 0;
	end
	reg [32:0]tick_clock = 0;
	reg tick = 0;
	always @(posedge pclk) begin
		if(tick_clock == 1000)begin
			tick <= 1;
			tick_clock <= 0;
		end else begin
			tick <= 0;
			tick_clock <= tick_clock + 1;
		end
	end
	always @(posedge tick) begin
		if(wall_clock >= timer_match) begin
			timer_interrupt <= 1;
		end else begin
			timer_interrupt <= 0;
		end
		wall_clock <= wall_clock + 1;
	end
endmodule
==> impl_metrics.py <==
# Auto-generated metrics
metrics = {
    "setup_path": {
        "worst_setup_path_end_kind": "output pin",
        "r2r_setup_slack_ps": 8000,
        "critPathCapture": "prdata[15]",
        "r2r_end": "tick_clock[30]",
        "rr_worst_depth": 5,
        "slowest_stage": "nor2_4",
        "critPathLaunchType": "primary input",
        "cpPeakStageDelay_ps": 690,
        "crit_type": "primary input to output pin",
        "worstPathRequired_ps": 8240,
        "worstPathArrival_ps": 5410,
        "crit_path_max_fanout": 32,
        "reg2reg_from": "tick_clock[6]",
        "startpoint": "paddr[19]",
        "worstPathCellList": "clkdlybuf4s50_1, or4_4, nor3_2, nand4_1, or4_4, nor2_4, a22o_1, clkdlybuf4s50_1",
    },
    "power_and_ir_drop": {
        "power_switching_share_pct": 19.8,
        "power.density_mw_per_mm2": 80.7,
        "leakage_nw": 3.83,
        "p_sw_mw": 0.156,
        "comb_power_share_pct": 3.9,
        "seqPwrFrac_pct": 53.4,
        "p_int_mw": 0.630,
        "peakVddDrop_v": 0.0000789,
        "power_frac_clock_pct": 42.7,
    },
    "placement": {
        "dpl.hpwl_mm": 13.6,
        "port_buffers": 101,
        "dpl_cell_area_mm2": 0.00945,
        "gp_congestion": 0.862,
    },
    "grt": {
        "grt_pass1_wl_mm": 28.1,
        "antenna_found_initial": 0,
        "grt-ovfl-total": 0,
        "grt_max_degree": 66,
        "grt_usage_pct": 18.4,
        "grt_pass1_vias": 5296,
    },
    "sta": {
        "period_used_pct": 72.5,
        "fmax_mhz": 134,
        "unclocked_regs": 65,
        "post-route-min-period_ps": 7470,
        "fin_skew_ps": 8.55,
        "finalHoldViolCount": 0,
        "drv_slew": 0,
        "slew_headroom_pct": 39.3,
        "worst-slew-pin-transition_ps": 902,
        "finalSetupViolCount": 0,
        "untimed_endpoints": 66,
        "final.setup.tns_ps": 0,
        "rsz0062_at_grt": "no",
    },
    "synth": {
        "ys.flops": 164,
        "netlist.area_leader.share_pct": 24.6,
        "syn_area_mm2": 0.00815,
        "postSynthSeqShare_pct": 48.1,
        "synth.distinct_cells": 49,
        "async_flop_share_pct": 0,
        "synth_cells": 770,
        "yosysCellCount": 770,
        "ff_type": "dfxtp_1",
        "synth-edff-count": 64,
        "synthTopCellsByCount": "dfxtp_1, inv_1, ha_1, xnor2_1, edfxtp_1",
        "yosys_warnings": 1,
        "avgSynthCellArea_um2": 10.6,
        "yosysChipArea_mm2": 0.00815,
        "yosys.area.top_type": "dfxtp_1",
        "area_leaders": "dfxtp_1, edfxtp_1, ha_1, xnor2_1, inv_1",
        "post-synth-top-count-cell": "dfxtp_1",
    },
    "clocking": {
        "postCtsSetupRepairBufs": 0,
        "cts_root_buf": "clkbuf_16",
        "cts_tree": "yes",
        "cts_resized": 0,
        "cts_hold_buf": 0,
        "clock_latency_ps": 350,
        "htreeDepth": 3,
        "clk_path_buf_depth": 2,
        "path_clk_slew_ps": 60,
        "cts_inserted_buffers": 9,
    },
    "flow_run": {
        "warning_count": 30,
        "maxCapViolations": 0,
    },
    "detailed_routing": {
        "postRouteAntennaNets": 0,
        "wl_per_cell_um": 15.4,
        "first_pass_iters": 4,
        "drtIter0Drc": 240,
        "vias": 5654,
        "drc": 0,
        "antenna_cells": 0,
        "vias_per_cell": 4.94,
        "finalWirelength_mm": 17.6,
    },
    "hold_path": {
        "hp-class": "flop to flop",
    },
    "floorplanning": {
        "ios": 107,
        "die_y_um": 145,
        "dieArea_mm2": 0.0210,
        "rows": 51,
        "core_area_mm2": 0.0197,
        "die_x_um": 145,
        "fp_util_pct": 41.3,
    },
    "finish": {
        "final.fill_count": 1791,
        "fin_area_mm2": 0.00975,
        "drive_gt1_share_pct": 4.66,
        "synthToLayoutAreaGrowth_pct": 19.5,
    },
    "status": {
        "status": "complete, no violations",
    },
}
-- how the worst min path moves through the flow --
stage       from  endpoint  slack (ps)  cells after the start
4_1_cts   pready    pready         450                      1
5_1_grt   pready    pready         480                      1
6_report  pready    pready         440                      1
-- cell type report --
cell class                 instances  area, um2  share of cell area (%)
multi-input combinational        520       3860                    39.6
timing repair buffer             107       1060                    10.8
sequential                       164       3930                    40.3
inverter                          73        274                    2.81
clock inverter                     4       28.8                   0.295
clock buffer                      12        269                    2.76
tap                              265        332                    3.40
-- power by group through the flow --
stage	Combinational, mW	Sequential [mW]	Clock [mW]
4_1_cts	0.0311	0.419	0.344
5_1_grt	0.0330	0.419	0.362
6_report	0.0307	0.419	0.336
-- sequential cells by signal (all words and copies together), names as in the netlist --
| signal | cells |
|---|---|
| timer_match | 64 |
| wall_clock | 64 |
| tick_clock | 33 |
| pready | 1 |
| tick | 1 |
| timer_interrupt | 1 |
-- cell usage in the layout, fill, tap and decap left out, types with 26 or more instances in the layout --
cell	count
edfxtp_1	64
dfxtp_1	99
ha_1	67
inv_1	73
nand4_1	38
nand2_1	47
and2_1	33
clkdlybuf4s50_1	101
xnor2_1	67
nor2_1	27
xor2_1	26
nand3_1	46
a22o_1	30
-- critical path: cells and delay by family --
family / cells / cell delay, ps
and+or+nand+nor: 5 / 2150
buffers and inverters: 2 / 890
AOI/OAI and AO/OA: 1 / 300
-- cells by family after synthesis --
group | after synthesis | share of synthesized area [%]
simple gates | 274 | 19.6
flops | 164 | 48.1
xor+xnor | 93 | 9.99
buf+inv | 86 | 4.57
compound gates | 85 | 7.41
fa+ha+maj | 67 | 10.3
other cells | 1 | 0.0460
-- stage by stage --
stage | setup WS (ps) | total power, mW | hold WS (ps) | util, % | instances
finish | 2830 | 0.786 | 441 | 49.4 | 1145
global route | 2610 | 0.814 | 480 | 49.4 | 1145
CTS | 2780 | 0.795 | 447 | 49.4 | 1145
detailed placement | 2790 | 0.459 | 435 | 47.9 | 1129
global placement | 2830 | 0.459 | 432 | 47.9 | 1129
floorplan | 4440 | 0.430 | 382 | - | 770
-- per-layer routing --
metal / GRT usage [%] / wire [um]
met3: 3.79 / 908
met1: 29.2 / 8590
met4: 2.27 / 260
met5: 0 / 0
met2: 27.7 / 7860
Power is estimated from default activity; no workload was simulated.
