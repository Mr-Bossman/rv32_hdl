--- flow/run.sh ---
#!/bin/bash
# OpenROAD 26Q1-2900-gdf79404cd8, Yosys 0.63+post, stock flow scripts
make -C /OpenROAD-flow-scripts/flow DESIGN_CONFIG=/design/flow/config.mk WORK_HOME=/design/flow/orfs finish
--- flow/config.mk ---
export PLATFORM = sky130hd
export DESIGN_NAME = intctrl
export DESIGN_NICKNAME = intctrl
export VERILOG_FILES = /design/flow/design.v
export SDC_FILE = /design/flow/constraint.sdc
export NUM_CORES = 4
export LEC_CHECK = 1
export CORE_UTILIZATION = 50
--- flow/design.v ---
module intctrl
	#(parameter ADDR_WIDTH = 32,
	  parameter DATA_WIDTH = 32)
	(
		input pclk,
		input [ADDR_WIDTH-1:0] paddr,
		input [DATA_WIDTH-1:0] pdata,
		output reg [DATA_WIDTH-1:0] prdata,
		input psel,
		input penable,
		input pwrite,
		input [3:0] pstb,
		output reg pready,
		output perr,
		output cpu_interrupt,
		input APB_perr,
		input timer_int);
	reg [31:0] int_mask = 0;
	reg [31:0] int_clear = 0;
	reg [31:0] peding_int = 0;
	assign cpu_interrupt = ((peding_int & int_mask) != 0) || APB_perr;
	assign perr = 0;
	always @(*) begin
		if(paddr  == 'h20000000) begin
			prdata = peding_int;
		end else if (paddr == 'h20000004) begin
			prdata = int_mask;
		end else begin
			prdata = 32'h0;
		end
	end
	always @(posedge pclk) begin
		peding_int <= peding_int | {30'b0,timer_int,APB_perr};
		if(psel && penable && !pready) begin
			if (pwrite) begin
				if(paddr == 32'h20000000) begin
				peding_int <= peding_int & ~pdata;
				end else if (paddr == 'h20000004) begin
					int_mask <= pdata;
				end
			end
			pready <= 1;
		end
		else pready <= 0;
	end
endmodule
--- flow/constraint.sdc ---
current_design intctrl

set clk_period 6.6
set clk_io_pct 0.2

create_clock -name clk0 -period $clk_period [get_ports {pclk}]

set non_clock_inputs [all_inputs -no_clocks]
set_input_delay [expr $clk_period * $clk_io_pct] -clock clk0 $non_clock_inputs
set_output_delay [expr $clk_period * $clk_io_pct] -clock clk0 [all_outputs]
==> run notes <==
Results of the implementation run.

The run finished with clean final reports. The number of iterations in the first detailed-routing pass is 4. The leakage component of the power is approximately 1.4 nW. Hold is met by around 0.53 ns.

The number of enable-type register cells in the synthesized netlist came out at approximately 62. The die width is around 80 um. The worst supply voltage drop on vdd came out at 0.000137 V. The total power of the final layout came out at around 810 uW. The clock slew seen by the registers of the worst setup and hold paths is approximately 0.06 ns. In this design, the critical path's most frequently occurring cell is clkdlybuf4s50_1. Averaged over all synthesized cells, the footprint is around 12 um^2. The synthesis run shows the most used standard cells to be edfxtp_1 (62), nand2_1 (62), a21oi_1 (30). The chip area is approximately 0.0064 mm^2. The number of global-route vias before repair is approximately 2400.

The critical path contains buffers and inverters numbering 2 combined. Buffers inserted to repair hold after CTS numbered 0. The post-synthesis instance total is between 200 and 300. The largest buffer count on any clock path came out at 2. The worst hold path depth came out at 1. The sequential group share of total power is 55.2%. The final count of pins violating max slew came out at 0. The fraction of registers with async set or reset after synthesis came out at 0%. The share of cells above drive strength 1 is between 10% and 20%.

The total half-perimeter wirelength after legalization and detailed placement is roughly 4600 um. The number of distinct library cells after synthesis came out at 23. The total placed instance area is about 0.0041 mm^2. The vias per cell is approximately 5.4. Looking at the max-slew report, the worst-margin pin has a slew of 0.717 ns. The net load switching power is roughly 170 uW. The share of total power dissipated in the clock network is 36.5%. The number of remaining DRC errors came out at 0. The cell depth of the worst flop-to-flop path came out at 5.

The post-placement setup slack is between 1.5 and 2 ns. TritonCTS built the clock tree. After synthesis, the cell types taking the most area are edfxtp_1 (62%), nor3_2 (9.3%), nand2_1 (7.7%). Setup repair after global routing left no endpoint under its margin. The dominant cell type by area after synthesis is edfxtp_1. The commonest register cell after synthesis is edfxtp_1. Checking max transition, the worst relative margin is 52.2%. The post-route worst setup slack is 1.73 ns. The number of instances resized during post-cts repair came out at 0. The worst register-to-register path begins at pready. The run reported a max-capacitance violation count of 0. The category of cells accounting for the largest share of critical-path delay is simple AND/OR/NAND/NOR gates.

The met3 routed wirelength came out at between 400 and 500 um. Buffers added to address setup during post-CTS repair amount to 0. The clock insertion delay at the later pin of the skew report is around 0.34 ns. In the detailed route, the total length drawn on met2 is roughly 3300 um. In this run the number of H-tree levels came out at 3. The total wire length is 6720 um.

After the first detailed-routing iteration, the DRC count stood at 146. The floorplan core density came out at between 50% and 60%. The part of the Yosys area used for sequential elements came out at roughly 64%. Input and output buffers added on the ports amount to 103. The post-route met1 wirelength is 2900 um.

The power density relative to cell area came out at roughly 190 mW/mm^2. The total inserted antenna cells came out at 0. The layout has around 410 filler cells. The die height is between 70 and 80 um. The global-route wire length before repair is approximately 11000 um. The fraction of power spent switching nets came out at about 21%. The count of nets left with antenna violations once routing finished came out at 0. The worst register-to-register path ends at int_mask[8]. Listed in order, past its start point the critical path passes clkdlybuf4s50_1, nor4_1, nand4_1, or2_2, a21oi_1, clkdlybuf4s50_1. The summed area of non-filler cells in the final layout is 0.00428 mm^2. On the final layout, the worst clock skew is roughly 0.010 ns.

The via count of the routed design came out at between 2000 and 2500. The summed instance area of the synthesized netlist is about 0.003 mm^2. Hold analysis lists the worst path endpoint as peding_int[1]. The number of failing hold endpoints at the final stage came out at 0. Global routing used 24.3% of the available tracks across all layers.

The highest achievable clock rate is slightly above 200 MHz. The chip area line of the yosys report came out at a little over 0.003 mm^2. The delay of the slowest cell on the worst path came out at slightly below 0.6 ns. The sink count of the clock tree came out at between 60 and 70. The worst setup path is captured at a primary output. The number of placed instances with taps included is a little over 400. For the worst min-delay path, the startpoint reported by OpenROAD is peding_int[1]. The filler-free cell count of the finished design is 430. Among all stages on the critical path, the largest delay is contributed by or2_2.

The post-route clock period utilization is 73.8%. The core outline area is 0.00568 mm^2. The required time of the critical path is 5.28 ns. between 100 and 150 I/O pins were placed. The time the final worst path needs with I/O delays and setup came out at 4.87 ns. Per the gpl log, the routability congestion estimate is between 0.7 and 0.8.

The number of clock buffers added by TritonCTS is 9. The largest fanout of any net on the critical path came out at 32. The number of warnings reported in the yosys synthesis log came out at 1. The synthesis-to-finish area growth came out at 41.6%. The highest signal layer in the routed design is met4. The initial antenna violation count came to 0.

The synthesized flop and latch total came out at 65. For this run, the share of the core covered by cells in the final layout is between 70% and 80%. The arrival time reported for the critical path endpoint came out at approximately 3.6 ns.

Per STA, the startpoint of the critical path is paddr[9]. The total congestion overflow after global routing came out at 0. The post-detailed-route wirelength per cell came out at around 16 um.

The share of Yosys cell area claimed by the top area cell type came out at roughly three fifths. The tightest min-delay check is of the flip-flop to flip-flop type. The kind of critical path is primary input to primary output. The root cell of the clock tree is clkbuf_8. The final number of setup-violating endpoints came out at 0.

Entering global routing, the biggest net connects 38 pins. The setup check on the worst reg-to-reg path leaves a slack of 4.27 ns. The combinational fraction of design power came out at under 10%. The number of cells reported by Yosys stat comes to ~250. The OpenROAD warning count came out at 30.

The internal power summed over all cells is ~650 uW. The worst setup path is launched from a primary input. The final layout reports a setup TNS of 0 ns.

The number of core rows came out at 27.
worst reg2reg max path, stage by stage (launching register included):
cell	delay, ns
dfxtp_1	0.31
and3b_1	0.21
nand2_1	0.05
or3_2	0.63
nor2_4	0.44
buf_4	0.37
area by class of cell:
type | instances | area [um^2] | share of cell area, %
multi-input cells | 168 | 1020 | 23.8
clock inverters | 3 | 17.5 | 0.410
well taps | 72 | 90.1 | 2.11
inverters | 1 | 3.75 | 0.0878
repair buffers | 108 | 1070 | 25.0
flip-flops and latches | 65 | 1920 | 44.9
clock buffers | 13 | 159 | 3.72
layout by cell type (no fill, tap or decap):
cell / n
and3b_1: 1
dfxtp_1: 3
a222oi_1: 1
nand3_1: 1
edfxtp_1: 62
nand2_1: 62
clkinv_2: 2
nor4_1: 7
nor3_2: 28
clkbuf_1: 2
a22oi_1: 14
nor2_4: 2
inv_1: 1
or2_2: 1
or3_2: 1
mux2i_1: 3
clkdlybuf4s50_1: 103
clkbuf_8: 11
o32a_1: 2
nor4b_2: 2
nor2_1: 5
a21oi_1: 30
buf_4: 5
nor3_1: 2
conb_1: 1
clkinvlp_4: 1
nand4_1: 5
power by group through the flow:
stage	clock network [mW]	registers [mW]	logic, mW
4_1_cts	0.302	0.448	0.0680
5_1_grt	0.321	0.448	0.0731
6_report	0.297	0.448	0.0676
cells by family (layout without fill, tap and decap cells):
logic type	count (synthesis)	count (layout)	share of synthesized area (%)
muxes	3	3	0.995
other	1	1	0.124
DFF	65	65	63.7
and+or+nand+nor	117	117	22.5
buffers and inverters	17	125	3.23
AOI/OAI and AO/OA	47	47	9.45
registers in the layout (all words and copies together), names as in the netlist:
| name | flops |
|---|---|
| int_mask | 32 |
| peding_int | 32 |
| pready | 1 |
routing by layer:
metal | vias up | GRT usage, %
li1 | 1142 | -
met1 | 1095 | 39.0
met2 | 96 | 37.9
met3 | 6 | 6.38
met4 | 0 | 3.09
met5 | - | 0
how the worst max path moves through the flow:
stage / end / slack, ns / cells after the start
CTS: prdata[31] / 1.73 / 6
global route: prdata[9] / 1.59 / 6
finish: prdata[7] / 1.73 / 6
Power is estimated from default activity; no workload was simulated.
